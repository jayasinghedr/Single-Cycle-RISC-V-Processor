--- design/flow/config.mk ---
export PLATFORM = sky130hd
export DESIGN_NAME = Ins_Mem
export DESIGN_NICKNAME = Ins_Mem
export VERILOG_FILES = /design/flow/design.v
export SDC_FILE = /design/flow/constraint.sdc
export NUM_CORES = 4
export LEC_CHECK = 1
export CORE_AREA = 10 10 70 70
export DIE_AREA = 0 0 80 80
--- design/flow/constraint.sdc ---
current_design Ins_Mem

set clk_period 1.5
set clk_io_pct 0.2

create_clock -name clk0 -period $clk_period

set non_clock_inputs [all_inputs -no_clocks]
set_input_delay [expr $clk_period * $clk_io_pct] -clock clk0 $non_clock_inputs
set_output_delay [expr $clk_period * $clk_io_pct] -clock clk0 [all_outputs]
--- design/flow/design.v ---
`timescale 1ns / 1ps
module Ins_Mem (
    input [4:0] addr,
    output reg [31:0] instruction
);
  reg [31:0] memory[31:0];   
  initial begin
    memory[0]  = 32'b00000000001100000000000010110011;  
    memory[1]  = 32'b00000000001100000000000010110011; 
    memory[2]  = 32'b00000000001100000000000010110011; 
    memory[3]  = 32'b00000001010110100000100100110011;  
    memory[4]  = 32'b00000001011110110000100010110011;  
    memory[5]  = 32'b00000000000000000000000001101111;  
    memory[6]  = 32'b0; 
    memory[7]  = 32'b0; 
    memory[8]  = 32'b0;
    memory[9]  = 32'b0;
    memory[10] = 32'h000;
    memory[11] = 32'h000;
    memory[12] = 32'h000;
    memory[13] = 32'h000;
    memory[14] = 32'h000;
    memory[15] = 32'h000;
    memory[16] = 32'h000;
    memory[17] = 32'h0012;
    memory[18] = 32'h0013;
    memory[19] = 32'h0014;
    memory[20] = 32'h0015;
    memory[21] = 32'h0016;
    memory[22] = 32'h0017;
    memory[23] = 32'h0018;
    memory[24] = 32'h0019;
    memory[25] = 32'h001a;
    memory[26] = 32'h001b;
    memory[27] = 32'h001c;
    memory[28] = 32'h001d;
    memory[29] = 32'h0013;
    memory[30] = 32'h001f;
    memory[31] = 32'h0;
  end
  always @(*) 
  begin
    instruction = memory[addr[4:0]];
  end
endmodule
--- design/flow/run.sh ---
#!/bin/bash
# OpenROAD 26Q1-2900-gdf79404cd8, Yosys 0.63+post, stock flow scripts
make -C /OpenROAD-flow-scripts/flow DESIGN_CONFIG=/design/flow/config.mk WORK_HOME=/design/flow/orfs finish
==> results.cfg <==
; yosys + openroad results
[setup_path]
path_delay_family = AND-OR/OR-AND gates
crit_path_top_delay_cell = sky130_fd_sc_hd__a32oi_1
critical_path_buf_inv_count = 3
worst_ep_arrival_time_ns = 1.22
kind_of_capture_point_of_the_worst_setup_path = output pin
critical_path_class = in -> out
timing.critical_path.cells = buf_12 -> inv_8 -> ha_4 -> nand4bb_1 -> a32oi_1 -> o22ai_1 -> buf_2
setup.worst_path.start_class = primary input
timing.critical_path.required_ns = 1.20
crit_path_start = addr[1]
critical_path_peak_fanout = 5
cpPeakStageDelay_ns = 0.21

[floorplan]
starting_density_pct = 13.1
count_of_standard_cell_rows = 21
die_w_um = 80
fp.dieArea_um2 = 6400
io_pins = 37
floorplan.die.height_um = 80
core_area_um2 = 3420

[sta]
layout_worst_path_cycle_share_pct = 101
slew_viol_final = 0
timing.hold.ws_ns = 1.00
postLayoutSetupSlackWorst_ns = -0.0153
post-route-min-period_ns = 1.52
setup_viol = 1
finalSetupTns_ns = -0.0153
grt_setup_unrepaired = true
hold_violations = 0
fmaxAchievable_mhz = 660

[grt]
globalRoute.totalOverflow = 0
first_pass_grt_wire_length_um = 2310
grt_antenna_before_repair = 0
grt_pass1_vias = 519
grt_max_degree = 9
grt_use_total_pct = 4.23

[synth]
yosysChipArea_um2 = 448
yosysWarnings = 1
yosysCellCount = 64
synth.largest_area_cell = sky130_fd_sc_hd__buf_4
post_synth_inst_count = 64
topCellsByArea = sky130_fd_sc_hd__buf_4 (34%), sky130_fd_sc_hd__ha_1 (11%), sky130_fd_sc_hd__buf_6 (7.5%), sky130_fd_sc_hd__a21oi_1 (4.5%), sky130_fd_sc_hd__inv_1 (4.2%)
syn_avg_cell_area_um2 = 7.00
synthDistinctLibCells = 27
ys_seq_share_pct = 0
synth.top_cell.area_share_pct = 33.5
netlist_area_um2 = 448

[hold_path]
min-delay-path-class = in -> out
min_delay_worst_endpoint = instruction[4]
hold_depth = 4
worstHoldStart = addr[3]

[final_layout]
share_of_final_layout_standard_cells_stronger_than_drive_strength_1_pct = 60.4
ff_latch_area_um2 = 0
comb_area_um2 = 402
n_fill_cell = 368
final_layout_top_logic_cell = sky130_fd_sc_hd__buf_4
layout_top_cells_excl_fill_tap = sky130_fd_sc_hd__buf_4 (20), sky130_fd_sc_hd__conb_1 (15), sky130_fd_sc_hd__buf_6 (7), sky130_fd_sc_hd__clkbuf_2 (7)
n_clock_buffer = 0
instances_no_fill = 147
syn_to_final_growth_pct = 95.8
nFlopsAndLatches = 0

[route]
route.antenna.diode_count = 0
wl_um = 1560
initial_drt_pass_iterations = 2
drtAntennaViolNets = 0
post-route-drc-count = 0
route.vias.total = 491
routed_via_density = 3.34
avgRoutedWirePerCell_um = 10.6
drtIter0Drc = 39

[pwr]
vdd.ir_drop.worst_uv = 110
power_per_cell_area_nw_per_um2 = 221
power.leakage_nw = 0.435

[cts]
cts_hold_repair.buffers = 0

[placement]
dpl.cell_count = 141
portBuffers = 22
routabilityCongestion = 0.850
place_hpwl_um = 1220

[job]
maxCapViolCount = 0
stage_log_warnings = 37

[outcome]
run_status = finished, violations left
failing_checks = setup timing
[synth_stat cells (3+ instances only)]
master,instances
sky130_fd_sc_hd__inv_1,5
sky130_fd_sc_hd__nor2_1,3
sky130_fd_sc_hd__buf_6,3
sky130_fd_sc_hd__ha_1,4
sky130_fd_sc_hd__nand2_1,5
sky130_fd_sc_hd__a21oi_1,4
sky130_fd_sc_hd__buf_4,20
[how the worst max path moves through the flow]
stage                 depth (start not counted)         endpoint
after CTS                                     7  instruction[11]
after global routing                          7   instruction[2]
final                                         7   instruction[2]
[where the power goes]
part	total [mW]	internal, mW	switching [mW]
combinational	0.194	0.111	0.0821
sequential	0	0	0
clock	0	0	0
[kinds of logic (layout without fill, tap and decap cells)]
kind of cell,count (synthesis),after routing,share of synthesized area (%)
compound gates,15,15,24.6
fa+ha+maj,4,4,11.2
buf+inv,30,53,47.2
other cells,1,15,0.837
simple gates,14,14,16.2
[layout make-up]
class / count / area share [%]
inverters: 6 / 4.28
multi-input cells: 48 / 45.8
well taps: 46 / 6.56
repair buffers: 47 / 43.4
[routing by layer]
metal	wire length [um]	part of all wire, %	vias to the layer above	GRT usage, %
li1	-	-	254	-
met1	757	49	216	5.74
met2	694	45	21	6.90
met3	103	6.6	0	1.14
met4	0	0	0	0
met5	0	0	-	0
[stage by stage]
| stage | total power, mW | utilization (%) | cell area (um^2) | setup slack (ns) |
|---|---|---|---|---|
| 2_1_floorplan | 0.0894 | - | 500 | 0.0791 |
| 3_3_place_gp | 0.160 | 21.4 | 732 | -0.883 |
| 3_5_place_dp | 0.158 | 21.4 | 732 | -0.934 |
| 4_1_cts | 0.183 | 24.9 | 850 | -0.0965 |
| 5_1_grt | 0.217 | 25.7 | 877 | -0.135 |
| 6_report | 0.194 | 25.7 | 877 | -0.0153 |
[repair_timing]
action	in CTS	in global routing
pin swaps	11	7
buffers inserted	7	1
setup endpoints to repair	17	13
resized	87	25
No activity file was given, so power comes from the tool's default toggle rates.
